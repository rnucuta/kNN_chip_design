===== /design/flow/run.sh =====
#!/bin/bash
# OpenROAD 26Q1-2900-gdf79404cd8, Yosys 0.63+post, stock flow scripts
make -C /OpenROAD-flow-scripts/flow DESIGN_CONFIG=/design/flow/config.mk WORK_HOME=/design/flow/orfs finish

===== /design/flow/config.mk =====
export PLATFORM = sky130hd
export DESIGN_NAME = pair_sort
export DESIGN_NICKNAME = pair_sort
export VERILOG_FILES = /design/flow/design.v
export SDC_FILE = /design/flow/constraint.sdc
export NUM_CORES = 4
export LEC_CHECK = 1
export CORE_UTILIZATION = 30

===== /design/flow/constraint.sdc =====
current_design pair_sort

set clk_period 5.0
set clk_io_pct 0.2

create_clock -name clk0 -period $clk_period [get_ports {clk}]

set non_clock_inputs [all_inputs -no_clocks]
set_input_delay [expr $clk_period * $clk_io_pct] -clock clk0 $non_clock_inputs
set_output_delay [expr $clk_period * $clk_io_pct] -clock clk0 [all_outputs]

===== /design/flow/design.v =====
module dff #(parameter Bit = 1) (input logic [Bit-1:0] d,
				input logic clk, rst,
				output logic [Bit-1:0] q);
always_ff @(posedge clk) begin
	priority case(1'b1) 
		rst: q <= 'b0;
	default: begin
		q <= d;
	end
	endcase
end
endmodule
package datatypes_p;
    typedef enum logic [2:0] { 
	A0 = 3'b000, 
	A1 = 3'b001, 
	A2 = 3'b010, 
	A3 = 3'b011, 
	A4 = 3'b100, 
	A5 = 3'b101, 
	A6 = 3'b110, 
	A7 = 3'b111 
    } addr_t;
    typedef struct packed {
        logic [11:0] d;
        logic[2:0] addr;
    } coupled_dist_t;
endpackage
module pair_sort #(parameter Bit = 12) (
    input clk, rst,
    input datatypes_p::coupled_dist_t first,
    input datatypes_p::coupled_dist_t second,
    output datatypes_p::coupled_dist_t smaller,
    output datatypes_p::coupled_dist_t larger
);
datatypes_p::coupled_dist_t s;
datatypes_p::coupled_dist_t l;
always_comb begin
    case ({first.d > second.d, first.d < second.d})
        2'b10: begin
            s = second;
            l = first;
        end
        2'b01: begin 
            s = first;
            l = second;
        end
        default: begin
            case ({second.addr > first.addr})
                1'b1: begin
                    s = first;
                    l = second;
                end
                default: begin
                    s = second;
                    l = first;
                end
            endcase
        end
    endcase
end
dff #(.Bit(Bit + 3)) dff_pair_smaller(.clk(clk), .rst(rst), .d(s), .q(smaller));
dff #(.Bit(Bit + 3)) dff_pair_larger(.clk(clk), .rst(rst), .d(l), .q(larger));
endmodule
module pair_sort_two #(parameter Bit = 12) (
    input datatypes_p::coupled_dist_t first,
    input datatypes_p::coupled_dist_t second,
    output datatypes_p::coupled_dist_t smaller,
    output datatypes_p::coupled_dist_t larger
);
datatypes_p::coupled_dist_t s;
datatypes_p::coupled_dist_t l;
always_comb begin
    case ({first.d > second.d, first.d < second.d})
        2'b10: begin
            s = second;
            l = first;
        end
        2'b01: begin 
            s = first;
            l = second;
        end
        default: begin
            case ({second.addr > first.addr})
                1'b1: begin
                    s = first;
                    l = second;
                end
                default: begin
                    s = second;
                    l = first;
                end
            endcase
        end
    endcase
end
assign smaller = s;
assign larger = l;
endmodule
module pair_sort_three #(parameter Bit = 12) (
    input datatypes_p::coupled_dist_t first,
    input datatypes_p::coupled_dist_t second,
    output datatypes_p::coupled_dist_t smaller
);
datatypes_p::coupled_dist_t s;
always_comb begin
    case ({first.d > second.d, first.d < second.d})
        2'b10: begin
            s = second;
        end
        2'b01: begin 
            s = first;
        end
        default: begin
            case ({second.addr > first.addr})
                1'b1: begin
                    s = first;
                end
                default: begin
                    s = second;
                end
            endcase
        end
    endcase
end
assign smaller = s;
endmodule
module pair_sort_four #(parameter Bit = 12) (
    input clk, rst,
    input datatypes_p::coupled_dist_t first,
    input datatypes_p::coupled_dist_t second,
    output datatypes_p::coupled_dist_t smaller
);
datatypes_p::coupled_dist_t s;
always_comb begin
    case ({first.d > second.d, first.d < second.d})
        2'b10: begin
            s = second;
        end
        2'b01: begin 
            s = first;
        end
        default: begin
            case ({second.addr > first.addr})
                1'b1: begin
                    s = first;
                end
                default: begin
                    s = second;
                end
            endcase
        end
    endcase
end
dff #(.Bit(Bit + 3)) dff_pair_smaller(.clk(clk), .rst(rst), .d(s), .q(smaller));
endmodule

==> flow_summary.ini <==
; yosys + openroad results
[detailed_routing]
routed_wirelength_mm = 5.61
drtIter0Drc = 182
wire_per_inst_um = 14.5
diodes = 0
antenna_left = 0
vias_per_cell = 5.54
drc = 0
drt_first_pass_iters = 22
num_vias = 2139

[status]
status = completed

[sta]
maxSlewHeadroom = 0.534
post-route-period-util = 0.700
min_period_ns = 3.50
fin_setup_tns_ns = 0
worstMarginPinSlew_ns = 0.699
worst_slack_ns = 1.50
finalMaxSlewViolations = 0
grt_setup_unrepaired = false
setup_viol = 0
max_freq_mhz = 286
hold_viol = 0

[layout]
final_util = 0.427
drive_above_1_share = 0.0550
fill_cells = 629
syn2layout_area_growth_pct = 34.3
fin_cells = 386

[cts]
h-tree-depth = 2
cts_tree = done
clk_pin_slew_ns = 0.06
max-clock-path-buffers = 2
cts_hold_buf = 0
cts.sinks = 30
root_buffer = clkbuf_8
ctsResizeCount = 0
postCtsSetupRepairBufs = 0
cts_inserted_buffers = 5

[synth]
synthCells = 258
ys_cells = 258
seq_area_frac_synth = 0.291
synth_cell_type_count = 26
synth.top_cell.area_share = 0.291
ys.flops = 30
area_leaders = dfxtp_1, o211ai_1, a22oi_1
synthesis.area_um2 = 2060
yosysTopAreaCell = dfxtp_1
synth_chip_area_um2 = 2060
syn_avg_cell_area_um2 = 7.99
ys_warn_count = 2

[placement]
dp_hpwl_mm = 4.03
gp_congestion = 0.824
place_inst = 379
post-place-ws_ns = 1.22
port_buffers = 61

[global_routing]
track_usage = 0.162
grt_pass1_wl_mm = 9.36
antenna_found_initial = 0
grt_max_degree = 33
grt-ovfl-total = 0
grt_pass1_vias = 1897

[min_path]
min_to = dff_pair_larger.q[2]$_SDFF_PP0_
min_path_type = in2reg
min-delay-start = first[2]
min_path_cells = 3

[pwr]
p_leak_nw = 1.00
pwr-share-comb = 0.289
power_frac_seq = 0.431
sw_frac_of_total = 0.268
power_frac_clock = 0.281
intPower_w = 0.000462
powerDensity_nw_per_um2 = 228
vdd_ir_drop_max_mv = 0.0908
power.net_switching_w = 0.000169

[floorplanning]
die_y_um = 84.9
io_pins = 62
num_rows = 29
core_area_um2 = 6490
chip_area_um2 = 7210
die_w_um = 84.9
initCoreUtil = 0.317

[setup_path]
arrival_ns = 3.65
path_buffers = 3
startpoint_type = primary input
cp_top_family = buffers and inverters
crit_path_top_delay_cell = and2_1
end_kind = flop
max_stage_delay_ns = 0.66
required_ns = 5.15
crit_chain = clkdlybuf4s50_1, inv_1, ha_1, nor2b_1, o211ai_1, a211o_2, and2_1, buf_4, o211ai_1
cpMostUsedCell = o211ai_1
crit_start = second[4]
path_class = in2reg
path_max_fanout = 31

[job]
warnings = 25
cap_violations = 0
==> worst max-delay path by stage <==
stage,slack [ns],cells after the start,to
after global routing,1.23,9,dff_pair_smaller.q[11]$_SDFF_PP0_
after CTS,1.52,9,dff_pair_larger.q[11]$_SDFF_PP0_
final,1.50,9,dff_pair_larger.q[11]$_SDFF_PP0_
==> layout by cell type, fill, tap and decap left out <==
cell type        count
a2111oi_4            1
a211o_2              1
a211oi_2             1
a21oi_1              7
a21oi_2              1
a22oi_1             28
and2_1               2
buf_4                5
clkbuf_1             2
clkbuf_8             5
clkdlybuf4s50_1     61
dfxtp_1             30
ha_1                15
inv_1               15
nand2_1             30
nand2_2              1
nand2b_1             2
nand3_1              2
nand3b_1             1
nand4_1             32
nand4_4              1
nor2_1              15
nor2b_1             16
nor4_1               2
o211ai_1            29
o21a_1               1
o311ai_0             2
or2_2                1
==> stage by stage <==
step / cell area, µm² / hold WS, ns / power [W]
3_5_place_dp: 2690 / 1.65 / 0.000460
2_1_floorplan: 2060 / 1.22 / 0.000360
3_3_place_gp: 2690 / 1.66 / 0.000460
6_report: 2770 / 1.46 / 0.000631
4_1_cts: 2770 / 1.44 / 0.000640
5_1_grt: 2770 / 1.50 / 0.000670
==> cell usage after synthesis, drive strengths merged <==
cell type / instances
nor4: 2
a21oi: 8
or2: 1
nand2: 31
nor2b: 16
a22oi: 28
and2: 2
nor2: 15
o211ai: 29
buf: 5
o311ai: 2
nand3: 2
a211oi: 1
nand3b: 1
ha: 15
nand2b: 2
a211o: 1
dfxtp: 30
o21a: 1
inv: 15
a2111oi: 1
nand4: 33
clkbuf: 17
==> per-layer routing <==
metal | share of wire | global-route usage
met1 | 0.48 | 0.263
met2 | 0.45 | 0.237
met3 | 0.056 | 0.0217
met4 | 0.016 | 0.0231
met5 | 0 | 0
==> kinds of logic after synthesis <==
kind of cell             Yosys count  share of synthesized area
AND-OR/OR-AND                     71                      0.263
AND/OR/NAND/NOR                  105                      0.271
flip-flops                        30                      0.291
adder cells (fa/ha/maj)           15                     0.0910
buffers and inverters             37                     0.0837
==> layout make-up <==
type                       count  area [µm²]  share of cell area
multi-input combinational    191        1290               0.467
timing repair buffer          66         648               0.234
sequential                    30         601               0.217
tap                           77        96.3              0.0348
clock buffer                   7        76.3              0.0276
inverter                      15        56.3              0.0203
==> sequential cells by signal, summed over array words and instances (netlist names) <==
name / flops
dff_pair_larger.q: 15
dff_pair_smaller.q: 15
==> worst min-delay path: cells and delay by family <==
kind / cells / cell delay (ns)
buf+inv: 1 / 0.42
compound gates: 1 / 0.14
simple gates: 1 / 0.10
==> power by group through the flow <==
stage	clock network, W	registers [W]	logic [W]
4_1_cts	0.000184	0.000273	0.000183
5_1_grt	0.000194	0.000274	0.000202
6_report	0.000177	0.000272	0.000182
Power is estimated from default activity; no workload was simulated.
