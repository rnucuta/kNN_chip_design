==> ./run.sh <==
#!/bin/bash
# OpenROAD 26Q1-2900-gdf79404cd8, Yosys 0.63+post, stock flow scripts
make -C /OpenROAD-flow-scripts/flow DESIGN_CONFIG=/design/flow/config.mk WORK_HOME=/design/flow/orfs finish
==> ./config.mk <==
export PLATFORM = sky130hd
export DESIGN_NAME = dist_mod
export DESIGN_NICKNAME = dist_mod
export VERILOG_FILES = /design/flow/design.v
export SDC_FILE = /design/flow/constraint.sdc
export NUM_CORES = 4
export LEC_CHECK = 1
export CORE_AREA = 10 10 73 73
export DIE_AREA = 0 0 83 83
==> ./constraint.sdc <==
current_design dist_mod

set clk_period 1.2
set clk_io_pct 0.2

create_clock -name clk0 -period $clk_period [get_ports {clk}]

set non_clock_inputs [all_inputs -no_clocks]
set_input_delay [expr $clk_period * $clk_io_pct] -clock clk0 $non_clock_inputs
set_output_delay [expr $clk_period * $clk_io_pct] -clock clk0 [all_outputs]
==> ./design.v <==
module acc #(parameter Bit = 1) (  
    input logic clk, rst,
    input logic unsigned [Bit - 3:0] first_l2,
    input logic unsigned [Bit - 3:0] second_l2,
    input logic unsigned [Bit - 3:0] third_l2,
    input logic unsigned [Bit - 3:0] fourth_l2,
    output logic unsigned [Bit - 1:0] sub_euclidian
);
logic unsigned [Bit - 1:0] distance_b;
assign distance_b = first_l2 + second_l2 + third_l2 + fourth_l2;
dff #(.Bit(Bit)) dff_acc(.clk(clk), .rst(rst), .d(distance_b), .q(sub_euclidian));
endmodule
module dff #(parameter Bit = 1) (input logic [Bit-1:0] d,
				input logic clk, rst,
				output logic [Bit-1:0] q);
always_ff @(posedge clk) begin
	priority case(1'b1) 
		rst: q <= 'b0;
	default: begin
		q <= d;
	end
	endcase
end
endmodule
module dist_mod #(parameter Bit = 1) (  
    input logic clk, rst,
    input logic unsigned [63:0] query,
    input logic unsigned [63:0] neighbor,
    output logic unsigned [Bit - 1:0] distance
);
logic unsigned [3:0] query_sub [15:0];
logic unsigned [3:0] neighbor_sub [15:0];
logic unsigned [4:0] dist_l1 [15:0]; 
logic unsigned [7:0] dist_l2 [15:0];
logic unsigned [Bit - 1:0] distance_b;
genvar j;
generate
    for (j = 0; j < 16; j = j + 1) begin : qn_sub_instances
        assign query_sub[j] = query[4*j + 3 : 4*j];
	    assign neighbor_sub[j] = neighbor[4*j + 3 : 4*j];
    end
endgenerate
genvar k;
generate
    for (k = 0; k < 16; k = k + 1) begin : l1_instances
    	assign dist_l1[k] = query_sub[k] - neighbor_sub[k];
    end
endgenerate
genvar i;
generate
    for (i = 0; i < 16; i = i + 1) begin : l2_instances
        mult #(.Bit(5)) sqr (.inp_a(dist_l1[i]), .inp_b(dist_l1[i]), .prod(dist_l2[i]));
    end
endgenerate
logic unsigned [Bit - 3:0] distance_a1, distance_a2, distance_a3, distance_a4;
acc #(.Bit(Bit - 2)) sqr_a1 (.clk(clk), .rst(rst), .first_l2(dist_l2[0]), .second_l2(dist_l2[1]), .third_l2(dist_l2[2]), .fourth_l2(dist_l2[3]), .sub_euclidian(distance_a1));
acc #(.Bit(Bit - 2)) sqr_a2 (.clk(clk), .rst(rst), .first_l2(dist_l2[4]), .second_l2(dist_l2[5]), .third_l2(dist_l2[6]), .fourth_l2(dist_l2[7]), .sub_euclidian(distance_a2));
acc #(.Bit(Bit - 2)) sqr_a3 (.clk(clk), .rst(rst), .first_l2(dist_l2[8]), .second_l2(dist_l2[9]), .third_l2(dist_l2[10]), .fourth_l2(dist_l2[11]), .sub_euclidian(distance_a3));
acc #(.Bit(Bit - 2)) sqr_a4 (.clk(clk), .rst(rst), .first_l2(dist_l2[12]), .second_l2(dist_l2[13]), .third_l2(dist_l2[14]), .fourth_l2(dist_l2[15]), .sub_euclidian(distance_a4));
acc #(.Bit(Bit)) sqr_out (.clk(clk), .rst(rst), .first_l2(distance_a1), .second_l2(distance_a2), .third_l2(distance_a3), .fourth_l2(distance_a4), .sub_euclidian(distance));
endmodule
module mult #(parameter Bit = 1) ( 
	input logic signed [Bit - 1:0] inp_a,
	input logic signed [Bit - 1:0] inp_b,
	output logic unsigned [Bit*2 - 3:0] prod
	);
assign prod = inp_a * inp_b;
endmodule
==> CHANGELOG.md <==
## Flow update

- DR DRC count: 0
- Die Y: 83 µm
- Worst relative slew slack: 0.878
- Pwr Total: about 0.00092 W
- FA/HA/MAJ Cells, Area Fraction: 0
- CTS tree: built
- Seq/Total Area, Yosys: 0.256
- H-tree Lvls: 1
- Die footprint: 6890 µm²
- Logic area: 290 µm²
- Die width: between 80 and 90 µm
- Most used cell, CP: xnor2_1
- Max rail drop VDD: 0.495 mV
- Root Driver: clkbuf_8
- Critical path buffers and inverters: 1
- GR met3 Demand/Resource: 0.0374
- Gr usage total: 0.0294
- Synth unique cells: 4
- Worst Clk Skew: 0.536 ps
- GP Congestion: 0.627
- M2 GR Usage: 0.0398
- Hold_ws: 594 ps
- ANT nets after route: 0
- Worst-Skew Late Latency: 220 ps
- Final Util: 0.223
- Worst R2R Path Depth: 3
- Clock sink count: 5
- Seq cells post-synth: 5
- Setup Viol. Count Final: 0
- TritonCTS Buffers: 3
- Worst path max stage delay: 470 ps
- Sequential cell area: 100 µm²
- Dominant comb cell: XOR/XNOR gates
- Vias in the first global route: 369
- Status: finished clean
- Fin crit period: 1130 ps
- Synth Warn #: 10
- Ys cells: 41
- Final Instance Area: between 800 and 900 µm²
- Transition time of the tightest slew-check pin: 181 ps
- Max Fclk: 0.887 GHz
- I/O Pins: 131
- Initial antenna violation count: 0
- R2R Path Start: sqr_a3.dff_acc.q[0]
- Final WS setup: 72.6 ps
- Wirelength, routed: between 1000 and 1500 µm
- Post-Place Worst Slack: -169 ps
- Grt ovf: 0
- DR vias: 364
- Synth Area per Inst: 9.52 µm²
- Avg Vias per Cell: 2.87
- Area Growth Syn to Fin: 114%
- RR Endpoint: sqr_out.dff_acc.q
- CP Capture Point: sqr_a1.dff_acc.q[0]
- Clock tree buffer depth: 2
- Core area: 3740 µm²
- Synthesized instance count: approximately 41
- Count of tool warnings: 121
- Arrival time worst endpoint: 1230 ps
- CP startpoint: neighbor[4]
- XOR Share, Synth: 0.696
- Worst-path fanout max: 1
- Slew Viols, Final: 0
- Pleak: 0.280 nW
- Post-synth mux share: 0
- Worst-path clk slew: 40 ps
- Req. time, crit path: 1310 ps
- M1 GR Usage: 0.0288
- Power per cell area: 1100 nW/µm²
- Mapped Area: 390 µm²
- Reg-to-reg slack, setup: 420 ps
- Fin crit share: 0.940
- Post-synthesis simple-gate area fraction: 0.0481
- Drt first pass iters: 2
- I/O Buffers: 34
- Ao+oa area frac: 0
- Dpl cell area: 791 µm²
- Critical path capture point type: register
- RSZ-0062 raised after global routing: false
- CP max-delay cell: clkdlybuf4s50_1
- Largest net degree at the start of global routing: 6
- Wire per inst: 8.20 µm
- Top delay family on crit path: buffers and inverters
- Hold WC Path Type: register to register
- Worst Setup Start Kind: primary input
- Max-Cap Viols: 0
- Num rows: 22
- First-pass GRT wire length: 1660 µm
- GRT Max-Usage Layer: met2
- FILL cells: 420
- YS chip area: just under 400 µm²
- Layout cells sized above 1: 0.0506
- Worst-path cell chain: clkdlybuf4s50_1, xor2_1, xnor2_1, xnor2_1, nor2_1
- Critical path depth: 5
- Fp_density: 0.104
- Hold Fails Final Rpt: 0
- Antenna Cells: 0
- Kind of critical path: primary input to register
- Iteration-0 DRC Markers: 6
-- registers in the layout, indices dropped and copies added, names as in the netlist --
register,count
sqr_a3.dff_acc.q,1
sqr_out.dff_acc.q,1
sqr_a4.dff_acc.q,1
sqr_a1.dff_acc.q,1
sqr_a2.dff_acc.q,1
-- metrics by stage --
stage,setup TNS (ps),cells
2_1_floorplan,0,41
3_3_place_gp,-543,123
3_5_place_dp,-602,123
4_1_cts,0,127
5_1_grt,0,127
6_report,0,127
-- repair_timing --
action                                  4_1_cts  5_1_grt
buffers inserted                              0        0
hold buffers                                  0        0
endpoints found under the hold margin         0        0
gates resized                                 1        0
endpoints found under the setup margin        1        0
-- synthesized netlist by cell type --
cell     number  area [µm²]
xnor2_1      29         254
dfxtp_1       5         100
nor2_1        5        18.8
xor2_1        2        17.5
-- cell type report --
type,count,area share
repair buffers,34,0.406
multi-input cells,36,0.347
flip-flops and latches,5,0.120
well taps,48,0.0719
clock buffers,3,0.0494
clock inverters,1,0.00599
-- metal layers --
| metal | part of all wire | up-vias |
|---|---|---|
| met3 | 0.22 | 0 |
| met2 | 0.43 | 24 |
| li1 | - | 198 |
| met5 | 0 | - |
| met4 | 0 | 0 |
| met1 | 0.35 | 142 |
-- cells by family (layout without fill, tap and decap cells) --
kind of cell	count (synthesis)	count (layout)
XOR/XNOR	31	31
buffers and inverters	0	38
AND/OR/NAND/NOR	5	5
flip-flops	5	5
-- worst min path at each step --
stage / start / end / slack, ps / cells past startpoint
4_1_cts: sqr_a4.dff_acc.q[0] / sqr_out.dff_acc.q / 600 / 3
5_1_grt: sqr_a4.dff_acc.q[0] / sqr_out.dff_acc.q / 650 / 3
6_report: sqr_a4.dff_acc.q[0] / sqr_out.dff_acc.q / 590 / 3
-- worst register-to-register path, stage by stage (launching register included) --
cell	delay [ps]
dfxtp_1	300
xnor2_1	180
xnor2_1	140
nor2_1	50
-- power by group --
part / switching, W / internal [W] / leakage [nW]
Clock: 0.0000852 / 0.000223 / 0.0255
Sequential: 0.0000155 / 0.000217 / 0.0417
Combinational: 0.000119 / 0.000256 / 0.213
-- layout by cell type (no fill, tap or decap), drive strengths merged --
master	n
xor2	2
clkbuf	3
xnor2	29
dfxtp	5
nor2	5
clkinv	1
clkdlybuf4s50	33
dlygate4sd2	1
No activity file was given, so power comes from the tool's default toggle rates.
