==> flow/design.v <==
package datatypes_p;
    typedef enum logic [2:0] { 
	A0 = 3'b000, 
	A1 = 3'b001, 
	A2 = 3'b010, 
	A3 = 3'b011, 
	A4 = 3'b100, 
	A5 = 3'b101, 
	A6 = 3'b110, 
	A7 = 3'b111 
    } addr_t;
    typedef struct packed {
        logic [11:0] d;
        logic[2:0] addr;
    } coupled_dist_t;
endpackage
module pair_sort #(parameter Bit = 12) (
    input clk, rst,
    input datatypes_p::coupled_dist_t first,
    input datatypes_p::coupled_dist_t second,
    output datatypes_p::coupled_dist_t smaller,
    output datatypes_p::coupled_dist_t larger
);
datatypes_p::coupled_dist_t s;
datatypes_p::coupled_dist_t l;
always_comb begin
    case ({first.d > second.d, first.d < second.d})
        2'b10: begin
            s = second;
            l = first;
        end
        2'b01: begin 
            s = first;
            l = second;
        end
        default: begin
            case ({second.addr > first.addr})
                1'b1: begin
                    s = first;
                    l = second;
                end
                default: begin
                    s = second;
                    l = first;
                end
            endcase
        end
    endcase
end
dff #(.Bit(Bit + 3)) dff_pair_smaller(.clk(clk), .rst(rst), .d(s), .q(smaller));
dff #(.Bit(Bit + 3)) dff_pair_larger(.clk(clk), .rst(rst), .d(l), .q(larger));
endmodule
module pair_sort_two #(parameter Bit = 12) (
    input datatypes_p::coupled_dist_t first,
    input datatypes_p::coupled_dist_t second,
    output datatypes_p::coupled_dist_t smaller,
    output datatypes_p::coupled_dist_t larger
);
datatypes_p::coupled_dist_t s;
datatypes_p::coupled_dist_t l;
always_comb begin
    case ({first.d > second.d, first.d < second.d})
        2'b10: begin
            s = second;
            l = first;
        end
        2'b01: begin 
            s = first;
            l = second;
        end
        default: begin
            case ({second.addr > first.addr})
                1'b1: begin
                    s = first;
                    l = second;
                end
                default: begin
                    s = second;
                    l = first;
                end
            endcase
        end
    endcase
end
assign smaller = s;
assign larger = l;
endmodule
module pair_sort_three #(parameter Bit = 12) (
    input datatypes_p::coupled_dist_t first,
    input datatypes_p::coupled_dist_t second,
    output datatypes_p::coupled_dist_t smaller
);
datatypes_p::coupled_dist_t s;
always_comb begin
    case ({first.d > second.d, first.d < second.d})
        2'b10: begin
            s = second;
        end
        2'b01: begin 
            s = first;
        end
        default: begin
            case ({second.addr > first.addr})
                1'b1: begin
                    s = first;
                end
                default: begin
                    s = second;
                end
            endcase
        end
    endcase
end
assign smaller = s;
endmodule
module pair_sort_four #(parameter Bit = 12) (
    input clk, rst,
    input datatypes_p::coupled_dist_t first,
    input datatypes_p::coupled_dist_t second,
    output datatypes_p::coupled_dist_t smaller
);
datatypes_p::coupled_dist_t s;
always_comb begin
    case ({first.d > second.d, first.d < second.d})
        2'b10: begin
            s = second;
        end
        2'b01: begin 
            s = first;
        end
        default: begin
            case ({second.addr > first.addr})
                1'b1: begin
                    s = first;
                end
                default: begin
                    s = second;
                end
            endcase
        end
    endcase
end
dff #(.Bit(Bit + 3)) dff_pair_smaller(.clk(clk), .rst(rst), .d(s), .q(smaller));
endmodule
==> flow/run.sh <==
#!/bin/bash
# OpenROAD 26Q1-2900-gdf79404cd8, Yosys 0.63+post, stock flow scripts
make -C /OpenROAD-flow-scripts/flow DESIGN_CONFIG=/design/flow/config.mk WORK_HOME=/design/flow/orfs finish
==> flow/config.mk <==
export PLATFORM = sky130hd
export DESIGN_NAME = pair_sort_two
export DESIGN_NICKNAME = pair_sort_two
export VERILOG_FILES = /design/flow/design.v
export SDC_FILE = /design/flow/constraint.sdc
export NUM_CORES = 4
export LEC_CHECK = 1
export CORE_AREA = 10 10 90 90
export DIE_AREA = 0 0 100 100
==> flow/constraint.sdc <==
current_design pair_sort_two

set clk_period 5.3
set clk_io_pct 0.2

create_clock -name clk0 -period $clk_period

set non_clock_inputs [all_inputs -no_clocks]
set_input_delay [expr $clk_period * $clk_io_pct] -clock clk0 $non_clock_inputs
set_output_delay [expr $clk_period * $clk_io_pct] -clock clk0 [all_outputs]
==> results_slide.txt <==
Run Summary

Synth
  • Number of cells in Yosys stat: between 80 and 90
  • Synthesized instance count: ~86
  • Synth cell types: 18
  • Seq share, synth: 0%
  • YS chip area: approximately 860 um2
  • Post-Synthesis Cell Area: 861 um2
  • Warnings from Yosys: 1
  • Mean Syn Cell Area: 10.0 um2

Placed design
  • Pre-CTS WS: 336 ps
  • Routability cong.: 0.768
  • Dpl hpwl: 2.48 mm
  • Count of port buffers added during placement: roughly 60

Final layout
  • Commonest Layout Cell: clkdlybuf4s50_1
  • # clk buffers: 0
  • Top Layout Cells: clkdlybuf4s50_1 (60), mux2_4 (20), inv_1 (16), ha_1 (15), mux2_2 (10)
  • Register area: 0 um2
  • P&R area growth vs syn: 79.5%
  • Filler cells: about 650
  • Registers: 0
  • Layout cells sized above 1: approximately a quarter

Setup path
  • Critical Path RT: 4240 ps
  • Peak per-stage delay on the critical path: about 520 ps
  • Setup crit start kind: primary input
  • Setup crit end kind: output port
  • Crit-path cells: clkdlybuf4s50_1 -> inv_1 -> ha_1 -> and4_1 -> nand2_2 -> a21o_1 -> a32oi_4 -> buf_4 -> mux2_4 -> clkdlybuf4s50_1
  • Worst setup path category: in -> out
  • Worst path slowest cell: clkdlybuf4s50_1
  • Crit path launch: second[13]
  • Most used cell along the critical path: clkdlybuf4s50_1
  • WP data arrival: 3900 ps
  • Max Fanout on Critical Path: 9

Power
  • Lkg Pwr: 0.685 nW
  • Clock network fraction of total power: 0%
  • Total power: 0.000165 W
  • Sequential Power Share: 0%
  • Int Pwr: between 0.0001 and 0.00015 W
  • Sw Share: 29.2%
  • Cell Pwr Density: 107 nW/um2
  • Combinational Power Share: 100.0%
  • Switching power: 0.0000482 W
  • Maximum VDD drop: 0.0511 mV

Final timing
  • Crit path time final: slightly below 5000 ps
  • Fin. Hold Viols: 0
  • Cycle use final: 93.5%
  • Setup TNS: 0 ps
  • Max Freq: 0.202 GHz
  • Endpoints failing setup: 0
  • Max-slew violations: 0
  • Actual slew at the worst max-slew pin: ~420 ps
  • Slew HR: 72.1%
  • Unrepaired setup endpoints after global routing: no
  • Final WS setup: 344 ps

Floorplan
  • Die ar.: 10,000 um2
  • FP Util: 13.7%
  • Core area: approximately 6300 um2
  • # IOs: 60
  • Die Height: 100 um
  • Die Wd: roughly 100 um
  • Row cnt: 29

Run
  • Max-cap violations: 0
  • Tool warning count: 32

Route
  • DR top layer: met3
  • Vias: 823
  • Met1 Routed Length: 1.17 mm
  • Met3 wire length: 299 um
  • TritonRoute pass-1 iters: 2
  • Final antenna-violating net count: 0
  • Diodes inserted: 0
  • Via/cell ratio: 3.69
  • Detailed Route Iter0 Violations: 15
  • Detailed Route WL: 2.72 mm
  • Routed len/inst: 12.2 um
  • # DRC: 0
  • Met2 WL: 1.26 mm

Global route
  • Tot GR Track Use: 5.26%
  • Largest net degree at the start of global routing: 15
  • Global route overflow: 0
  • First-pass GRT wire length: 4.41 mm
  • Initial antenna violation count: 0
  • Number of global-route vias before repair: ~860

Clocking
  • CTS resizes: 0
  • Hold buffers post-CTS: 0
  • Post-CTS setup buffers: 0

Min path
  • Hold path start: first[2]
  • Hold/Removal Path Class: in -> out

Run status
  • Run status: completed
## final cells by class
type               instances  area [um2]  area share [%]
multi-input cells         68         761            49.2
repair buffers            62         628            40.6
well taps                 77        96.3            6.23
inverters                 16        60.1            3.89
## per-layer routing
layer  vias up  track usage, %
li1        432               -
met1       358            6.33
met2        33            9.11
met3         0            2.15
met4         0               0
met5         -               0
## logic make-up after synthesis
| group | after synthesis | share of synthesized area (%) |
|---|---|---|
| multiplexers | 30 | 48.0 |
| adder cells (fa/ha/maj) | 15 | 21.8 |
| AND/OR/NAND/NOR | 11 | 7.41 |
| AND-OR/OR-AND | 12 | 11.2 |
| buffers and inverters | 18 | 11.6 |
## worst max-delay path: cells and delay by family
kind            cells  cell delay (ps)
fa+ha+maj           1              300
buf+inv             4             1280
simple gates        2              330
compound gates      2              610
mux                 1              310
## synth_stat cells, drive strengths merged, types with 2 or more instances
cell type | count | share of area (%)
a21oi | 5 | 2.9
and4 | 2 | 2.0
buf | 2 | 4.7
ha | 15 | 22
inv | 16 | 7.0
mux2 | 30 | 48
nand2 | 4 | 2.0
nand3 | 2 | 1.2
nor2b | 2 | 1.5
o21ai | 2 | 1.2
## path summary, 6_finish.rpt
check / slack, ps / end / depth (start not counted)
worst max-delay path: 340 / smaller[11] / 10
worst min-delay path: 3210 / larger[2] / 3
## power groups by stage
stage / Clock [W] / Combinational (W) / Sequential (W)
after CTS: 0 / 0.000170 / 0
after global routing: 0 / 0.000182 / 0
final: 0 / 0.000165 / 0
## stage by stage
step                utilization (%)  cell area, um2  hold WS, ps  cells
finish                         24.6            1550         3210    223
global route                   24.6            1550         3240    223
CTS                            24.6            1550         3220    223
detailed placement             24.6            1550         3220    223
global placement               24.6            1550         3220    223
floorplan                         -             861         2220     86
Power and IR drop assume default switching activity.
